**design.v**
```verilog
module accum # (
    parameter DATAW = 32,
    parameter ACCUMW = 32
)(
    input  clk,
    input  rst,
    input  signed [DATAW-1:0] data,
    input  ivalid,
    input  first,
    input  last,
    output signed [ACCUMW-1:0] result,
    output ovalid
);
logic signed [ACCUMW-1:0] accum_reg;
logic ovalid_reg;
always_ff @(posedge clk) begin
    if (rst) begin
        accum_reg <= 0;
        ovalid_reg <= 1'b0;
    end else begin
        ovalid_reg <= 1'b0;
        if (ivalid) begin
            if (first) begin
                accum_reg <= data;
            end else begin
                accum_reg <= accum_reg + data;
            end
            if (last) begin
                ovalid_reg <= 1'b1;
            end
        end
    end
end
assign result = accum_reg;
assign ovalid = ovalid_reg;
endmodule
```
**run.sh**
```bash
#!/bin/bash
# OpenROAD 26Q1-2900-gdf79404cd8, Yosys 0.63+post, stock flow scripts
make -C /OpenROAD-flow-scripts/flow DESIGN_CONFIG=/design/flow/config.mk WORK_HOME=/design/flow/orfs finish
```
**config.mk**
```make
export PLATFORM = sky130hd
export DESIGN_NAME = accum
export DESIGN_NICKNAME = accum
export VERILOG_FILES = /design/flow/design.v
export SDC_FILE = /design/flow/constraint.sdc
export NUM_CORES = 4
export LEC_CHECK = 1
export CORE_UTILIZATION = 30
```
**constraint.sdc**
```tcl
current_design accum

set clk_period 11.1
set clk_io_pct 0.2

create_clock -name clk0 -period $clk_period [get_ports {clk}]

set non_clock_inputs [all_inputs -no_clocks]
set_input_delay [expr $clk_period * $clk_io_pct] -clock clk0 $non_clock_inputs
set_output_delay [expr $clk_period * $clk_io_pct] -clock clk0 [all_outputs]
```
==> impl_metrics.json <==
{
  "area_leaders": "dfxtp_1 20%, ha_1 12%, nor2_1 5.6%, nand2_1 5.4%, xnor2_1 4.8%",
  "warnings": 25,
  "rsz0062_at_grt": "false",
  "cts.clk_slew.worst_paths_ps": 80,
  "p_sw_frac": 0.365,
  "vias": 3202,
  "io-pin-count": 70,
  "r2r-start": "accum_reg[0]$_SDFFE_PP0P_",
  "antenna_found_initial": 0,
  "cts_made_buffers": 5,
  "fin_worst_skew_ps": 3.93,
  "cp.arrival_ps": 5220,
  "root_buffer": "clkbuf_8",
  "setup_violations": 0,
  "largest_area_cell": "dfxtp_1",
  "grt_first_pass_wirelength_um": 14700,
  "combPwrFrac": 0.448,
  "fp.dieW_um": 106,
  "hold_ws_ps": 505,
  "reg2reg_depth": 10,
  "synthFlopType": "dfxtp_1",
  "synth-edff-count": 0,
  "ys.flops": 33,
  "htree_num_levels": 2,
  "yosys_cells": 417,
  "synth.top_cell.area_share": 0.202,
  "startpoint": "data[0]",
  "vias_per_cell": 5.25,
  "initial_core_util": 0.312,
  "outcome": "finished, final reports clean",
  "antenna-diode-count": 0,
  "gp_congestion": 0.911,
  "crit_fanout": 3,
  "cts_tree": "yes",
  "track_usage": 0.160,
  "overflow": 0,
  "fmax_ghz": 0.200,
  "syn_area_mm2": 0.00327,
  "cts_num_sinks": 33,
  "wl_per_cell_um": 14.1,
  "drt-total-wl_um": 8620,
  "grt_max_degree": 65,
  "synth_warnings": 1,
  "post_cts_buffers": 0,
  "clockPowerShare": 0.221,
  "tightest_slew_ps": 673,
  "final_cell_mix": "68 x clkdlybuf4s50_1, 49 x nor2_1, 47 x nand2_1, 33 x dfxtp_1, 31 x ha_1",
  "power_switching_mw": 0.152,
  "postRouteAntennaNets": 0,
  "portBuffers": 69,
  "slew_headroom": 0.551,
  "clock_latency_ps": 290,
  "dieHeight_um": 106,
  "detail_route.first_pass.iterations": 6,
  "dpl.hpwl_um": 6300,
  "timing.rr.end": "accum_reg[26]$_SDFFE_PP0P_",
  "p_leak_nw": 1.61,
  "rows": 37,
  "crit_type": "input pin to flop",
  "setup_tns_ps": 0,
  "netlist_instances": 417,
  "fin_crit_ps": 5010,
  "ys_seq_frac": 0.202,
  "fin_util": 0.389,
  "cts_hold_buffers": 0,
  "crit_path_end": "accum_reg[26]$_SDFFE_PP0P_",
  "end_kind": "flop",
  "syn-mean-instance-area_um2": 7.84,
  "period_used_share": 0.452,
  "cts_buffer_depth": 2,
  "largest_register_ff_count": 32,
  "required_ps": 11310,
  "reg2reg_slack_ps": 8140,
  "drv_slew": 0,
  "critPathLaunchType": "input pin",
  "finalHoldViolCount": 0,
  "core_area_mm2": 0.0105,
  "synth.distinct_cells": 68,
  "lay_top_count": "clkdlybuf4s50_1",
  "chip_area_mm2": 0.0113,
  "seqPwrFrac": 0.331,
  "drv_cap": 0,
  "yosys_area_mm2": 0.00327,
  "drc": 0,
  "drtIter0Drc": 110,
  "grt_pass1_vias": 3031,
  "drive_above_1_share": 0.0549,
  "area_delta_synth_final_pct": 24.4,
  "synthArstFlopShare": 0,
  "p_per_area_mw_per_mm2": 103,
  "cts_resized": 0,
  "internal_power_mw": 0.265,
  "peakVddDrop_v": 0.0000455,
  "hold_path.class": "flop to flop"
}
==> power groups by stage <==
stage	Clock (mW)	Sequential [mW]	Combinational, mW
finish	0.0925	0.138	0.187
global route	0.101	0.140	0.211
CTS	0.0982	0.138	0.187
==> synth_stat cells (3+ instances only) <==
| library cell | count |
|---|---|
| nand2b_1 | 4 |
| nand4_1 | 6 |
| nor2_1 | 49 |
| o21a_1 | 6 |
| inv_1 | 7 |
| dfxtp_1 | 33 |
| a21o_1 | 12 |
| o21bai_1 | 8 |
| clkbuf_8 | 4 |
| a211oi_1 | 15 |
| nand3_1 | 9 |
| nor2b_1 | 4 |
| o211ai_1 | 5 |
| or3_1 | 3 |
| mux2i_1 | 13 |
| xnor2_1 | 18 |
| nor3_1 | 4 |
| clkbuf_1 | 10 |
| a31oi_1 | 4 |
| o21ai_0 | 21 |
| ha_1 | 31 |
| a311oi_1 | 14 |
| a21oi_1 | 30 |
| nor3b_1 | 5 |
| nand2_1 | 47 |
==> through the flow <==
step	power [mW]	area [um^2]	setup slack [ps]	cells
CTS	0.423	4070	6080	610
detailed placement	0.327	3980	5770	602
global placement	0.326	3980	5890	602
floorplan	0.269	3270	6530	417
finish	0.418	4070	6090	610
global route	0.452	4070	5900	610
==> layer usage <==
layer | part of all wire | vias to the layer above | wire length, um | global-route usage
met5 | 0 | - | 0 | 0
li1 | - | 1662 | - | -
met4 | 0.013 | 0 | 108 | 0.0208
met1 | 0.51 | 1456 | 4390 | 0.241
met3 | 0.045 | 8 | 391 | 0.0250
met2 | 0.43 | 76 | 3730 | 0.247
==> kinds of logic (layout without fill, tap and decap cells) <==
group / count (synthesis) / in the layout / share of synthesized area
simple gates: 149 / 149 / 0.217
compound gates: 138 / 138 / 0.299
flops: 33 / 33 / 0.202
fa+ha+maj: 32 / 32 / 0.125
buf+inv: 31 / 88 / 0.0593
xor+xnor: 20 / 20 / 0.0536
mux: 14 / 14 / 0.0433
==> worst min-delay path by stage <==
stage                                      start                         end  slack (ps)  depth (start not counted)
after CTS             accum_reg[12]$_SDFFE_PP0P_  accum_reg[12]$_SDFFE_PP0P_         510                          2
after global routing  accum_reg[18]$_SDFFE_PP0P_  accum_reg[18]$_SDFFE_PP0P_         530                          2
final                 accum_reg[12]$_SDFFE_PP0P_  accum_reg[12]$_SDFFE_PP0P_         510                          2
==> layout make-up <==
type	instances	area, um^2
Clock buffer	6	72.6
Tap cell	136	170
Sequential cell	33	661
Timing Repair Buffer	72	708
Clock inverter	2	10.0
Multi-Input combinational cell	353	2410
Fill cell	1068	6400
Inverter	8	30.0
==> critical path: stages <==
cell and delay [ps]:
clkdlybuf4s50_1 420, ha_1 250, fa_1 430, a211oi_1 340, o21ai_1 160, a211oi_1 330, nor3_1 100, o31a_1 320
o2111a_1 250, a211oi_1 220, nor3b_1 200
Power is estimated from default activity; no workload was simulated.
