===== design/flow/run.sh =====
#!/bin/bash
# OpenROAD 26Q1-2900-gdf79404cd8, Yosys 0.63+post, stock flow scripts
make -C /OpenROAD-flow-scripts/flow DESIGN_CONFIG=/design/flow/config.mk WORK_HOME=/design/flow/orfs finish

===== design/flow/config.mk =====
export PLATFORM = sky130hd
export DESIGN_NAME = ctrl
export DESIGN_NICKNAME = ctrl
export VERILOG_FILES = /design/flow/design.v
export SDC_FILE = /design/flow/constraint.sdc
export NUM_CORES = 4
export LEC_CHECK = 1
export CORE_UTILIZATION = 40

===== design/flow/constraint.sdc =====
current_design ctrl

set clk_period 5.6
set clk_io_pct 0.2

create_clock -name clk0 -period $clk_period [get_ports {clk}]

set non_clock_inputs [all_inputs -no_clocks]
set_input_delay [expr $clk_period * $clk_io_pct] -clock clk0 $non_clock_inputs
set_output_delay [expr $clk_period * $clk_io_pct] -clock clk0 [all_outputs]

===== design/flow/design.v =====
module ctrl # (
    parameter VEC_ADDRW = 8,
    parameter MAT_ADDRW = 9, 
    parameter VEC_SIZEW = VEC_ADDRW + 1,
    parameter MAT_SIZEW = MAT_ADDRW + 1
)(
    input  clk,
    input  rst,
    input  start,
    input  [VEC_ADDRW-1:0] vec_start_addr,
    input  [VEC_SIZEW-1:0] vec_num_words,
    input  [MAT_ADDRW-1:0] mat_start_addr,
    input  [MAT_SIZEW-1:0] mat_num_rows_per_olane,
    output [VEC_ADDRW-1:0] vec_raddr,
    output [MAT_ADDRW-1:0] mat_raddr,
    output accum_first,
    output accum_last,
    output ovalid,
    output busy
);
typedef enum logic {
    IDLE = 1'b0,
    COMPUTE = 1'b1
} state_t;
state_t current_state, next_state;
logic [VEC_ADDRW-1:0] reg_vec_start_addr;
logic [VEC_SIZEW-1:0] reg_vec_num_words;
logic [MAT_ADDRW-1:0] reg_mat_start_addr;
logic [MAT_SIZEW-1:0] reg_mat_num_rows_per_olane;
logic [VEC_SIZEW-1:0] vec_word_counter;
logic [MAT_SIZEW-1:0] mat_row_counter;
logic [VEC_ADDRW-1:0] reg_vec_raddr;
logic [MAT_ADDRW-1:0] reg_mat_raddr;
logic reg_accum_first;
logic reg_accum_last;
logic reg_ovalid;
logic reg_busy;
always_comb begin
    case (current_state)
        IDLE: begin
            if (start)
                next_state = COMPUTE;
            else
                next_state = IDLE;
        end
        COMPUTE: begin
            if ((mat_row_counter == reg_mat_num_rows_per_olane - 1) && 
                (vec_word_counter == reg_vec_num_words - 1))
                next_state = IDLE;
            else
                next_state = COMPUTE;
        end
        default: next_state = IDLE;
    endcase
end
always_ff @(posedge clk) begin
    if (rst) begin
        current_state <= IDLE;
    end else begin
        current_state <= next_state;
    end
end
always_ff @(posedge clk) begin
    if (rst) begin
        reg_vec_start_addr <= 0;
        reg_vec_num_words <= 0;
        reg_mat_start_addr <= 0;
        reg_mat_num_rows_per_olane <= 0;
        vec_word_counter <= 0;
        mat_row_counter <= 0;
        reg_vec_raddr <= 0;
        reg_mat_raddr <= 0;
        reg_accum_first <= 1'b0;
        reg_accum_last <= 1'b0;
        reg_ovalid <= 1'b0;
        reg_busy <= 1'b0;
    end else begin
        case (current_state)
            IDLE: begin
                if (start) begin
                    reg_vec_start_addr <= vec_start_addr;
                    reg_vec_num_words <= vec_num_words;
                    reg_mat_start_addr <= mat_start_addr;
                    reg_mat_num_rows_per_olane <= mat_num_rows_per_olane;
                    vec_word_counter <= 0;
                    mat_row_counter <= 0;
                    reg_vec_raddr <= vec_start_addr;
                    reg_mat_raddr <= mat_start_addr;
                    reg_accum_first <= 1'b1;
                    reg_accum_last <= (vec_num_words == 1);
                    reg_ovalid <= 1'b1;
                    reg_busy <= 1'b1;
                end else begin
                    reg_accum_first <= 1'b0;
                    reg_accum_last <= 1'b0;
                    reg_ovalid <= 1'b0;
                    reg_busy <= 1'b0;
                end
            end
            COMPUTE: begin
                reg_busy <= 1'b1;
                reg_ovalid <= 1'b1;
                if (vec_word_counter == reg_vec_num_words - 1) begin
                    vec_word_counter <= 0;
                    mat_row_counter <= mat_row_counter + 1;
                    reg_vec_raddr <= reg_vec_start_addr;
                    reg_mat_raddr <= reg_mat_start_addr + (mat_row_counter + 1) * reg_vec_num_words;
                    reg_accum_first <= 1'b1;
                    reg_accum_last <= (mat_row_counter == reg_mat_num_rows_per_olane - 1) && 
                                      (reg_vec_num_words == 1);
                end else begin
                    vec_word_counter <= vec_word_counter + 1;
                    reg_vec_raddr <= reg_vec_raddr + 1;
                    reg_mat_raddr <= reg_mat_raddr + 1;
                    reg_accum_first <= 1'b0;
                    reg_accum_last <= (vec_word_counter == reg_vec_num_words - 2);
                end
                if ((mat_row_counter == reg_mat_num_rows_per_olane - 1) && 
                    (vec_word_counter == reg_vec_num_words - 1)) begin
                    reg_busy <= 1'b0;
                end
            end
            default: begin
                reg_accum_first <= 1'b0;
                reg_accum_last <= 1'b0;
                reg_ovalid <= 1'b0;
                reg_busy <= 1'b0;
            end
        endcase
    end
end
assign vec_raddr = reg_vec_raddr;
assign mat_raddr = reg_mat_raddr;
assign accum_first = reg_accum_first;
assign accum_last = reg_accum_last;
assign ovalid = reg_ovalid;
assign busy = reg_busy;
endmodule

==> impl_metrics.py <==
# Auto-generated metrics
metrics = {
    "layout": {
        "drive_gt1_frac": 0.0611,
        "final_cell_mix": "nand2_1 (127), dfxtp_1 (73), a21oi_1 (61)",
        "post_layout_nonfiller_instances": 933,
        "area_delta_synth_final_pct": 18.7,
        "post-route-cell-area_sq_um": 6720,
        "lay_top_count": "nand2_1",
        "nFillCells": 1296,
    },
    "setup_path": {
        "crit_path_start": "mat_row_counter[1]",
        "critPathSlowestCell": "fa_1",
        "max_stage_delay_ns": 0.59,
        "startpoint_type": "flop",
        "reg2reg_slack_ns": 0.30,
        "crit_chain": "nand3_1, or3_1, nand2_1, nand2_1, fa_1, fa_1, fa_1, fa_1, fa_1, xnor2_2, xnor3_1, xnor2_1, xnor2_1, xnor3_1, xor2_1, o21ai_1, o31ai_1",
        "setup.worst_path.end_class": "flop",
        "cp-endpoint": "reg_mat_raddr[8]",
        "cp_common_cell": "fa_1",
        "reg2reg_to": "reg_mat_raddr[8]",
        "arrival_ns": 5.52,
        "r2r_start": "mat_row_counter[1]",
        "critPathMaxFanout": 6,
        "r2r_cells": 17,
        "path_class": "flop to flop",
        "cp_data_required_time_ns": 5.81,
    },
    "synthesis": {
        "ys_sh_simple": 0.221,
        "seq_area_frac_synth": 0.269,
        "synthFlopType": "dfxtp_1",
        "ys_cells": 712,
        "synth-xor-area-share": 0.108,
        "avgSynthCellArea_sq_um": 7.95,
        "syn_inst": 712,
        "ys.flops": 76,
        "mappedNetlistArea_sq_um": 5660,
        "yosys_area_sq_um": 5660,
        "synthAoiAreaFrac": 0.168,
        "enable_flop_cells": 0,
        "mux_area_frac": 0.0181,
        "yosysWarningCount": 1,
        "synth-adder-area-share": 0.151,
        "synthArstFlopShare": 0,
        "synthDistinctLibCells": 53,
        "synthTopLogicFamily": "simple AND/OR/NAND/NOR gates",
    },
    "clock_network": {
        "clockRootBuffer": "clkbuf_16",
        "postCtsSetupBuffers": 0,
        "ctsHtreeMaxLevel": 3,
        "tritoncts": "built",
        "clk_latency_ns": 0.34,
        "ctsResizeCount": 0,
        "clock_sinks": 76,
        "clock_path_buffers": 2,
        "cts_hold_buf": 0,
        "cts_buffers": 9,
        "clk_pin_slew_ns": 0.06,
    },
    "power_and_ir_drop": {
        "powerDensity_nw_per_um2": 225,
        "peakVddDrop_uv": 196,
        "leakagePower_nw": 2.70,
        "power_mw": 1.51,
    },
    "place": {
        "io_buffers": 59,
        "place_congestion": 0.875,
        "dpl.cell_count": 917,
        "placed_area_sq_um": 6370,
        "hpwlAfterDp_mm": 10.2,
        "preCtsSetupSlack_ns": 0.191,
    },
    "global_route": {
        "grt_use_total": 0.214,
        "gr-total-overflow": 0,
        "grt_pass1_wl_mm": 24.3,
        "antenna_found_initial": 0,
        "grt_start_max_net_pins": 50,
        "grt_pass1_vias": 4848,
    },
    "route": {
        "avgViaCountPerCell": 5.31,
        "vias": 4957,
        "remaining_drc_errors": 0,
        "drt_first_pass_iters": 4,
        "antennaDiodeCount": 0,
        "antenna_left": 0,
        "totalWireLength_mm": 14.3,
        "drt_iter0_markers": 287,
        "wl_per_cell_um": 15.4,
    },
    "floorplanning": {
        "rows": 43,
        "ioPinCount": 60,
        "chip_area_sq_um": 14600,
        "coreArea_sq_um": 13800,
        "fp.dieW_um": 121,
        "dieHeight_um": 121,
        "fp_util": 0.409,
    },
    "timing": {
        "finalClockPeriodUsage": 0.947,
        "rsz0062_at_grt": "no",
        "clock.fmax_mhz": 189,
        "slew_headroom": 0.464,
        "fin_ws_ns": 0.296,
        "tns_ns": 0,
        "setup_viol": 0,
        "min_period_ns": 5.30,
        "slew_viol_final": 0,
        "finalClockSkew_ns": 0.00787,
        "hold_viol_final": 0,
        "tightest_slew_ns": 0.798,
    },
    "outcome": {
        "status": "completed",
    },
    "hold_path": {
        "hold_path_class": "flop to flop",
    },
    "flow_run": {
        "drv_cap": 0,
        "warning_count": 27,
    },
}
-- power breakdown --
group | internal, mW | leakage, nW | switching, mW
registers | 0.568 | 0.624 | 0.0358
logic | 0.129 | 1.92 | 0.136
clock network | 0.404 | 0.152 | 0.237
total | 1.10 | 2.70 | 0.409
-- area by class of cell --
type | count | area, sq um | area share
clock buffer | 11 | 243 | 0.0361
clock inverter | 5 | 83.8 | 0.0125
inverter | 40 | 150 | 0.0224
multi-input combinational | 547 | 3790 | 0.565
sequential | 76 | 1530 | 0.227
tap | 180 | 225 | 0.0335
timing repair buffer | 74 | 698 | 0.104
-- metal layers --
layer | share of wire | up-vias | GRT usage
met1 | 0.46 | 2322 | 0.313
met3 | 0.067 | 11 | 0.0542
met2 | 0.46 | 123 | 0.334
met5 | 0 | - | 0
met4 | 0.015 | 0 | 0.0270
li1 | - | 2501 | -
-- stage by stage --
stage / utilization / hold WS, ns
floorplan: - / 0.433
global placement: 0.461 / 0.440
detailed placement: 0.461 / 0.446
CTS: 0.484 / 0.454
global route: 0.486 / 0.473
finish: 0.486 / 0.456
-- Yosys cell counts, types with 3 or more instances --
| cell | instances | area, sq um |
|---|---|---|
| nand2_1 | 128 | 480 |
| dfxtp_1 | 76 | 1520 |
| a21oi_1 | 61 | 305 |
| inv_1 | 39 | 146 |
| clkbuf_1 | 37 | 139 |
| nor2_1 | 37 | 139 |
| xnor2_1 | 37 | 324 |
| ha_1 | 33 | 413 |
| a211oi_1 | 32 | 240 |
| nand3_1 | 25 | 125 |
| o21ai_0 | 24 | 120 |
| fa_1 | 22 | 440 |
| nor2b_1 | 22 | 138 |
| xor2_1 | 20 | 175 |
| nor3_1 | 12 | 60.1 |
| nand4_1 | 10 | 62.6 |
| a21o_1 | 8 | 60.1 |
| mux2i_1 | 8 | 80.1 |
| nor4_1 | 8 | 50.1 |
| and2_1 | 6 | 37.5 |
| nand2b_1 | 6 | 37.5 |
| buf_2 | 5 | 25.0 |
| xnor3_1 | 5 | 113 |
| buf_6 | 4 | 45.0 |
| a22oi_1 | 3 | 22.5 |
| a311oi_1 | 3 | 26.3 |
| a31oi_1 | 3 | 18.8 |
| and3_1 | 3 | 18.8 |
| buf_1 | 3 | 11.3 |
-- cells by family (layout without fill, tap and decap cells) --
| logic type | count (synthesis) | in the layout |
|---|---|---|
| AOI/OAI and AO/OA | 151 | 151 |
| xor gates and xnor gates | 62 | 62 |
| adders and majority gates | 55 | 55 |
| buffers and inverters | 89 | 130 |
| DFF | 76 | 76 |
| muxes | 10 | 10 |
| and+or+nand+nor | 269 | 269 |
-- state kept, by name (all words and copies together) (netlist names), 8 cells and up --
name / flops
reg_vec_num_words: 9
reg_mat_num_rows_per_olane: 10
reg_vec_raddr: 8
vec_word_counter: 9
reg_vec_start_addr: 8
reg_mat_start_addr: 9
mat_row_counter: 10
reg_mat_raddr: 9
-- worst min path at each step --
stage / slack [ns] / depth (start not counted) / start / end
6_report: 0.46 / 2 / reg_mat_start_addr[6] / reg_mat_start_addr[6]
5_1_grt: 0.47 / 2 / reg_vec_start_addr[7] / reg_vec_start_addr[7]
4_1_cts: 0.45 / 2 / reg_vec_start_addr[2] / reg_vec_start_addr[2]
-- worst max-delay path, delay by kind of cell (launching register included) --
kind | cells | cell delay [ns]
flops | 1 | 0.36
fa+ha+maj | 5 | 2.48
compound gates | 2 | 0.20
simple gates | 4 | 0.87
xor+xnor | 6 | 1.26
Power figures rest on the tool's default switching activity, not on a simulated workload.
