[flow/run.sh]
#!/bin/bash
# OpenROAD 26Q1-2900-gdf79404cd8, Yosys 0.63+post, stock flow scripts
make -C /OpenROAD-flow-scripts/flow DESIGN_CONFIG=/design/flow/config.mk WORK_HOME=/design/flow/orfs finish
[flow/config.mk]
export PLATFORM = sky130hd
export DESIGN_NAME = dot8
export DESIGN_NICKNAME = dot8
export VERILOG_FILES = /design/flow/design.v
export SDC_FILE = /design/flow/constraint.sdc
export NUM_CORES = 4
export LEC_CHECK = 1
export CORE_UTILIZATION = 30
[flow/constraint.sdc]
current_design dot8

set clk_period 9.5
set clk_io_pct 0.2

create_clock -name clk0 -period $clk_period [get_ports {clk}]

set non_clock_inputs [all_inputs -no_clocks]
set_input_delay [expr $clk_period * $clk_io_pct] -clock clk0 $non_clock_inputs
set_output_delay [expr $clk_period * $clk_io_pct] -clock clk0 [all_outputs]
[flow/design.v]
module dot8 # (
    parameter IWIDTH = 8,
    parameter OWIDTH = 32
)(
    input clk,
    input rst,
    input signed [8*IWIDTH-1:0] vec0,
    input signed [8*IWIDTH-1:0] vec1,
    input ivalid,
    output signed [OWIDTH-1:0] result,
    output ovalid
);
logic signed [IWIDTH-1:0] a0, a1, a2, a3, a4, a5, a6, a7;
logic signed [IWIDTH-1:0] b0, b1, b2, b3, b4, b5, b6, b7;
logic signed [2*IWIDTH+1:0] mul_1, mul_2, mul_3, mul_4, mul_5, mul_6, mul_7, mul_8;
logic signed [2*IWIDTH+2:0] f_add_1, f_add_2, f_add_3, f_add_4;
logic signed [2*IWIDTH+3:0] s_add_1, s_add_2;
logic signed [OWIDTH-1:0] final_result;
logic ro_valid1, ro_valid2, ro_valid3, ro_valid4, ro_valid5;
always_ff @ (posedge clk) begin
    if (rst) begin
        ro_valid1 <= 0;
        ro_valid2 <= 0;
        ro_valid3 <= 0;
        ro_valid4 <= 0;
        ro_valid5 <= 0;
        mul_1 <= 0;
        mul_2 <= 0;
        mul_3 <= 0;
        mul_4 <= 0;
        mul_5 <= 0;
        mul_6 <= 0;
        mul_7 <= 0;
        mul_8 <= 0;
        f_add_1 <= 0;
        f_add_2 <= 0;
        f_add_3 <= 0;
        f_add_4 <= 0;
        s_add_1 <= 0;
        s_add_2 <= 0;
        final_result <= 0;
    end else begin
        ro_valid1 <= ivalid;
        a0 <= vec0[8*IWIDTH-1:7*IWIDTH];
        a1 <= vec0[7*IWIDTH-1:6*IWIDTH];
        a2 <= vec0[6*IWIDTH-1:5*IWIDTH];
        a3 <= vec0[5*IWIDTH-1:4*IWIDTH];
        a4 <= vec0[4*IWIDTH-1:3*IWIDTH];
        a5 <= vec0[3*IWIDTH-1:2*IWIDTH];
        a6 <= vec0[2*IWIDTH-1:1*IWIDTH];
        a7 <= vec0[1*IWIDTH-1:0*IWIDTH];
        b0 <= vec1[8*IWIDTH-1:7*IWIDTH];
        b1 <= vec1[7*IWIDTH-1:6*IWIDTH];
        b2 <= vec1[6*IWIDTH-1:5*IWIDTH];
        b3 <= vec1[5*IWIDTH-1:4*IWIDTH];
        b4 <= vec1[4*IWIDTH-1:3*IWIDTH];
        b5 <= vec1[3*IWIDTH-1:2*IWIDTH];
        b6 <= vec1[2*IWIDTH-1:1*IWIDTH];
        b7 <= vec1[1*IWIDTH-1:0*IWIDTH];
        ro_valid2 <= ro_valid1;
        mul_1 <= a0 * b0;
        mul_2 <= a1 * b1;
        mul_3 <= a2 * b2;
        mul_4 <= a3 * b3;
        mul_5 <= a4 * b4;
        mul_6 <= a5 * b5;
        mul_7 <= a6 * b6;
        mul_8 <= a7 * b7;
        ro_valid3 <= ro_valid2;
        f_add_1 <= mul_1 + mul_2;
        f_add_2 <= mul_3 + mul_4;
        f_add_3 <= mul_5 + mul_6;
        f_add_4 <= mul_7 + mul_8;
        ro_valid4 <= ro_valid3;
        s_add_1 <= f_add_1 + f_add_2;
        s_add_2 <= f_add_3 + f_add_4;
        ro_valid5 <= ro_valid4;
        final_result <= s_add_1 + s_add_2;
    end
end
assign result = final_result;
assign ovalid = ro_valid5;
endmodule
==> impl_metrics.json <==
{
  "status": "complete, no violations",
  "combGateArea_sq_um": 23400,
  "p_leak_nw": 18.8,
  "setup_ws_ps": 4810,
  "cts_buffer_depth": 3,
  "finalClockSkew_ps": 21.6,
  "clkSlewWorstSetupHoldPaths_ps": 60,
  "clkSinkCount": 398,
  "area_delta_synth_final_pct": 15.0,
  "drive_gt1_share_pct": 3.44,
  "dieArea_sq_um": 119000,
  "total_power_mw": 12.7,
  "cp-start-kind": "flip-flop",
  "core-area_sq_um": 117000,
  "endpoint_kind": "flip-flop",
  "p_per_area_nw_per_um2": 311,
  "p_seq_share_pct": 20.2,
  "ys_types": 64,
  "tightest_slew_ps": 826,
  "rows": 125,
  "min_path_type": "reg -> reg",
  "synthArstFlopShare_pct": 0,
  "synth_area_sq_um": 35400,
  "finalHoldViolations": 0,
  "numCtsBuffers": 53,
  "root_buffer": "clkbuf_16",
  "post-route-period-util_pct": 49.4,
  "first_iter_violations": 779,
  "fmax_mhz": 213,
  "vias_per_cell": 4.36,
  "dp_slack_ps": 4770,
  "finalSetupViolations": 0,
  "synth-edff-count": 128,
  "antenna_cells": 0,
  "clockPowerShare_pct": 17.0,
  "grt_pass1_vias": 24200,
  "place_congestion": 0.888,
  "arrival_ps": 5180,
  "track_usage_pct": 12.8,
  "post_cts_buffers": 0,
  "postSynthSeqShare_pct": 26.1,
  "fillers": 11600,
  "top_area_cell": "fa_1",
  "hpwl_mm": 55.8,
  "ys.flops": 398,
  "die_h_microns": 346,
  "drv_slew": 0,
  "ys_chip_area_sq_um": 35400,
  "first_pass_iters": 5,
  "power.share.switching_pct": 42.6,
  "maxCapViolCount": 0,
  "ant_nets": 0,
  "warnings": 25,
  "final_area_sq_um": 40700,
  "crit_fanout": 8,
  "drcViolationCount": 0,
  "criticalPathCategory": "reg -> reg",
  "die_w_microns": 346,
  "maxSlewHeadroom_pct": 44.2,
  "post_cts_resize_count": 0,
  "syn_avg_cell_area_sq_um": 9.88,
  "syn_inst": 3587,
  "regArea_sq_um": 9250,
  "fp_util_pct": 30.4,
  "grt_overflow": 0,
  "period_minus_slack_ps": 4690,
  "yosysWarningCount": 1,
  "yosysMostFrequentCell": "inv_1",
  "ctsHoldBuffers": 0,
  "p_int_mw": 7.26,
  "comb_power_share_pct": 62.8,
  "common_cells": "inv_1, fa_1, ha_1",
  "required_ps": 9990,
  "hold_slack_ps": 441,
  "antenna_found_initial": 0,
  "post_dp_cell_area_sq_um": 38800,
  "grt_max_degree": 84,
  "htree_levels": 2,
  "wl_per_cell_microns": 13.1,
  "yosysCellCount": 3587,
  "io_buffers": 163,
  "rsz0062_at_grt": "no",
  "yosysTopAreaCellShare_pct": 25.3,
  "ys.flop_type": "dfxtp_1",
  "netlist_top_cells_area": "fa_1, dfxtp_1, ha_1",
  "p_switching_mw": 5.39,
  "irDropWorstVdd_v": 0.000162,
  "num_vias": 23200,
  "io_pins": 164,
  "tns_ps": 0,
  "drt_wl_total_mm": 70.2,
  "grt_first_pass_wirelength_mm": 121,
  "cts_tree": "done",
  "insertion_delay_ps": 650
}
state kept, by name (all words and copies together), names as in the netlist, 16 cells and up:
name and count:
final_result 21, s_add_1 20, s_add_2 20, f_add_1 19
f_add_2 19, f_add_3 19, f_add_4 19, mul_1 16
mul_2 16, mul_3 16, mul_4 16, mul_5 16
mul_6 16, mul_7 16, mul_8 16
path summary, 6_finish.rpt:
path / from / to / slack, ps / cells past startpoint
max: a4[6] / mul_5[16] / 4810 / 16
min: ro_valid2 / ro_valid3 / 440 / 1
max reg2reg: a4[6] / mul_5[16] / 4810 / 16
min reg2reg: ro_valid2 / ro_valid3 / 440 / 1
kinds of logic (layout without fill, tap and decap cells):
group | Yosys count | in the layout | synth area share (%)
simple gates | 1050 | 1050 | 15.4
fa+ha+maj | 801 | 801 | 37.8
buf+inv | 721 | 946 | 7.76
compound gates | 415 | 415 | 7.83
flops | 398 | 398 | 26.1
xor+xnor | 183 | 183 | 4.52
mux | 19 | 19 | 0.593
final cells by class:
class | count | share of cell area (%)
sequential | 398 | 22.7
timing repair buffer | 169 | 4.13
inverter | 677 | 6.26
tap | 1524 | 4.68
clock buffer | 70 | 3.82
multi-input combinational | 2468 | 57.5
clock inverter | 30 | 0.900
layout by cell type, fill, tap and decap left out, types with 58 or more instances in the layout:
cell,n
nor2b_1,125
ha_1,354
clkbuf_16,58
and2_1,330
edfxtp_1,128
o21ai_0,80
fa_1,447
xor2_1,68
inv_1,676
clkdlybuf4s50_1,162
a21oi_1,89
xnor2_1,115
nor2_1,256
dfxtp_1,270
nand2_1,166
worst max-delay path, cell delays in order (launching register included):
cell and delay [ps]:
edfxtp_1 500, and2_1 230, fa_1 500, inv_1 50, fa_1 530, inv_1 60, fa_1 530, inv_1 50
fa_1 470, inv_1 40, ha_1 200, or3_1 310, o221a_2 250, o41ai_1 410, o21ai_0 200, xnor2_1 190
nor2_1 60
stage by stage:
step                instances  utilization (%)
finish                   5336             34.9
global route             5336             34.9
CTS                      5336             34.9
detailed placement       5236             33.3
global placement         5236             33.3
floorplan                3587                -
layer usage:
| metal | part of all wire (%) | GRT usage, % | up-vias | routed length (microns) |
|---|---|---|---|---|
| li1 | - | - | 11700 | - |
| met1 | 50 | 20.2 | 11100 | 35400 |
| met2 | 42 | 18.6 | 371 | 29600 |
| met3 | 5.5 | 3.18 | 76 | 3830 |
| met4 | 2.0 | 2.06 | 0 | 1380 |
| met5 | 0 | 0 | - | 0 |
power groups by stage:
| stage | clock network [mW] | logic [mW] | registers [mW] |
|---|---|---|---|
| final | 2.15 | 7.95 | 2.55 |
| after global routing | 2.30 | 9.29 | 2.61 |
| after CTS | 2.24 | 8.08 | 2.57 |
No activity file was given, so power comes from the tool's default toggle rates.
